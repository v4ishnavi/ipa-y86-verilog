`./run.sh`:
```
#!/bin/bash
# OpenROAD 26Q1-2900-gdf79404cd8, Yosys 0.63+post, stock flow scripts
make -C /OpenROAD-flow-scripts/flow DESIGN_CONFIG=/design/flow/config.mk WORK_HOME=/design/flow/orfs finish
```
`./config.mk`:
```
export PLATFORM = sky130hd
export DESIGN_NAME = decode_wb
export DESIGN_NICKNAME = decode_wb
export VERILOG_FILES = /design/flow/design.v
export SDC_FILE = /design/flow/constraint.sdc
export NUM_CORES = 4
export LEC_CHECK = 1
export CORE_AREA = 10 10 637 637
export DIE_AREA = 0 0 647 647
```
`./constraint.sdc`:
```
current_design decode_wb

set clk_period 111.3
set clk_io_pct 0.2

create_clock -name clk0 -period $clk_period [get_ports {clk}]

set non_clock_inputs [all_inputs -no_clocks]
set_input_delay [expr $clk_period * $clk_io_pct] -clock clk0 $non_clock_inputs
set_output_delay [expr $clk_period * $clk_io_pct] -clock clk0 [all_outputs]
```
`./design.v`:
```
`timescale 1ns / 1ps
module decode_wb(
    input clk,
    input [1:0] D_stat,
    input [3:0] D_icode,
    input [3:0] D_ifun,
    input [3:0] D_rA,
    input [3:0] D_rB,
    input [63:0] D_valC,
    input [63:0] D_valP, 
    input [3:0] e_dstE,
    input [63:0] e_valE,
    input [3:0] M_dstE,
    input [63:0] M_valE,
    input [3:0] M_dstM,
    input [63:0] m_valM,
    input [1:0] W_stat,
    input [3:0] W_icode,
    input [63:0] W_valE,
    input [63:0] W_valM,
    input [3:0] W_dstE,
    input [3:0] W_dstM,
    output reg [1:0] d_stat,
    output reg [3:0] d_icode,
    output reg [3:0] d_ifun,
    output reg [63:0] d_valC, 
    output reg [63:0] d_valA,
    output reg [63:0] d_valB,
    output reg [3:0] d_dstE,
    output reg [3:0] d_dstM,
    output reg [3:0] d_srcA,
    output reg [3:0] d_srcB,
    output reg [63:0] reg0,
    output reg [63:0] reg1,
    output reg [63:0] reg2,
    output reg [63:0] reg3,
    output reg [63:0] reg4,
    output reg [63:0] reg5,
    output reg [63:0] reg6,
    output reg [63:0] reg7,
    output reg [63:0] reg8,
    output reg [63:0] reg9,
    output reg [63:0] regA,
    output reg [63:0] regB,
    output reg [63:0] regC,
    output reg [63:0] regD,
    output reg [63:0] regE
);
    reg [63:0]r_valE;
    reg  [63:0]r_valM;
    wire [63:0]r_valA;
    wire  [63:0]r_valB;
    reg [63:0] registers[0:14];
    always @(*) begin
        d_stat = D_stat;
        d_icode = D_icode;
        d_ifun = D_ifun;
        d_valC = D_valC;
        case (d_icode)
            4'h0: begin  
                d_srcA = 4'hF;
                d_srcB = 4'hF;
                d_dstE = 4'hF;
                d_dstM = 4'hF;
            end
            4'h1:begin  
                d_srcA = 4'hF;
                d_srcB = 4'hF;
                d_dstE = 4'hF;
                d_dstM = 4'hF;
            end
            4'h2: begin  
                d_srcA = D_rA;
                d_srcB = D_rB;
                d_dstE = D_rB;
                d_dstM = 4'hF;
            end
            4'h3: begin  
                d_srcA = 4'hF;
                d_srcB = D_rB;
                d_dstE = D_rB;
                d_dstM = 4'hF;
            end
            4'h4: begin  
                d_srcA = D_rA;
                d_srcB = D_rB;
                d_dstE = 4'hF;
                d_dstM = 4'hF;
            end
            4'h5: begin  
                d_srcA = 4'hF;
                d_srcB = D_rB;
                d_dstE = 4'hF;
                d_dstM = D_rA;
            end
            4'h6: begin  
                d_srcA = D_rA;
                d_srcB = D_rB;
                d_dstE = D_rB;
                d_dstM = 4'hF;
            end
            4'h7: begin  
                d_srcA = 4'hF;
                d_srcB = 4'hF;
                d_dstE = 4'hF;
                d_dstM = 4'hF;
            end
            4'h8: begin  
                d_srcA = 4'hF;
                d_srcB = 4;
                d_dstE = 4;
                d_dstM = 4'hF;
            end
            4'h9: begin  
                d_srcA = 4;
                d_srcB = 4;
                d_dstE = 4;
                d_dstM = 4'hF;
            end
            4'hA: begin  
                d_srcA = D_rA;
                d_srcB = 4;
                d_dstE = 4;
                d_dstM = 4'hF;
            end
            4'hB: begin  
                d_srcA = 4;
                d_srcB = 4;
                d_dstE = 4;
                d_dstM = D_rA;
            end
        endcase
        d_valA = (d_srcA == 15? 0: registers[d_srcA]);
        d_valB = (d_srcB == 15? 0: registers[d_srcB]);
        if(D_icode == 4'h8 || D_icode == 4'h7) d_valA = D_valP;
        if(d_srcA != 4'hF) begin
            if(e_dstE == d_srcA) d_valA = e_valE;
            else if(M_dstM == d_srcA) d_valA = m_valM;
            else if(M_dstE == d_srcA) d_valA = M_valE;
            else if(W_dstE == d_srcA) d_valA = W_valE;
            else if(W_dstM == d_srcA) d_valA = W_valM;
        end
        if(d_srcB != 4'hF) begin
            if(e_dstE == d_srcB) d_valB = e_valE;
            else if(M_dstM == d_srcB) d_valB = m_valM;
            else if(M_dstE == d_srcB) d_valB = M_valE;
            else if(W_dstE == d_srcB) d_valB = W_valE;
            else if(W_dstM == d_srcB) d_valB = W_valM;
        end
    end
    always @(posedge clk) begin
        if(W_stat == 0) begin
            if(W_dstE != 15) registers[W_dstE] = W_valE;
            if(W_dstM != 15) registers[W_dstM] = W_valM;
        end
    end
    always @(*) begin
        reg0 = registers[0];
        reg1 = registers[1];
        reg2 = registers[2];
        reg3 = registers[3];
        reg4 = registers[4];
        reg5 = registers[5];
        reg6 = registers[6];
        reg7 = registers[7];
        reg8 = registers[8];
        reg9 = registers[9];
        regA = registers[10];
        regB = registers[11];
        regC = registers[12];
        regD = registers[13];
        regE = registers[14];
    end
endmodule
```
==> notes.md <==
Physical design

The buffer-and-inverter tally for the worst setup path stands at 8. The gate count after technology mapping stands at just over 6k. The half-perimeter wire length after placement stands at 409 mm. After filler insertion, the fill cell instance count of the layout stands at 41.5k.

Per the OpenROAD timing report, the critical path contains 16 cells. The final number of hold-violating endpoints stands at 0. Looking at the critical path, the highest net fanout was 76. Summed over all failing endpoints, the final setup total negative slack is 0 ns. The number of warnings issued by yosys stands at 9. The fraction of synthesized area in multiplexers stands at 0.239. The number of buffers created by CTS stands at roughly 140. Per the synthesis report, the number of distinct cell types is 65.

The number of H-tree levels stands at 4. TritonCTS built the clock tree. The overall global routing resource usage stands at 0.249.

Total power normalized to cell area comes to 13.1 nW/um^2. Relative to the synthesized area, the layout overhead comes to 39.1%. Checking hold timing, the worst path is listed with class in2reg. The number of register pins that no clock reaches stands at 16.

As logged by OpenROAD, the buffers inserted on ports number 1526. The number of global-route vias before repair stands at 62.3k. At the end of routability-driven placement, the weighted congestion stood at 0.971.

The post-layout instance area stands at 93000 sq um. The mean area per synthesized cell stands at 10.9 sq um. The number of hold-repair buffers added at the cts stage stands at 0. The number of top-level pins stands at 1671. The count of flip-flops with a built-in enable after synthesis stands at 1024. STA shows the worst min-delay path finishing at registers[15][50]. The post-synth area from yosys stat stands at 66900 sq um.

The actual slew at the worst max-slew pin stands at 1.21 ns. Per the detail_route report, vias per standard cell equal 5.04. The clock period minus final worst setup slack stands at 51.37 ns.

The number of setup buffers added after CTS is 0. The final timing summary puts the cycle share of the worst path at 0.462. The y dimension of the die stands at 647 um. On the critical path, the stage with the largest delay is an instance of sky130_fd_sc_hd__nor4_1. On the critical path the largest part of the delay comes from buffers and inverters. The total length of routed wires stands at 531 mm. The floorplan-stage core utilization stands at 0.171.

The number of design rule violations left after detail routing stands at 0. The total overflow reported by the global router stands at 0. The starting DRC count in detailed routing stands at 6474.

In the final report, the number of endpoints failing setup comes to 0. Per the synth log, the flip-flop and latch total comes to 1040. The width of the die stands at 647 um. In the CTS report, the clock slew at the register clock pins of the worst setup and hold paths is listed as approximately 0.060 ns.

The adder-cell area share of the yosys netlist stands at 0. The largest net degree at the start of global routing stands at 78. In this run the maximum-capacitance check reported violations numbering 0. In the synthesized netlist the dominant register cell turns out to be sky130_fd_sc_hd__edfxtp_1.

The largest total area in the synthesized netlist belongs to sky130_fd_sc_hd__edfxtp_1. In the synthesized netlist, the dominant kind of combinational cell is multiplexers. The mean routed wirelength per cell stands at 41.7 um. In the hold timing report, the worst path depth is 2. 32 endpoints have no timing constraint. The residual antenna-violating net count after detailed routing stands at 0.

Of the total synthesized cell area, the portion taken by AND-OR and OR-AND cells is 0.165. The peak supply drop stands at 0.00913 mV. The worst slack at placement stands at approximately 60 ns.

The tree is rooted in a sky130_fd_sc_hd__clkbuf_16. The critical path data required time stands at 89.04 ns. The iteration tally of the first detailed-router pass stands at 8. The post-route utilization of the core is recorded as 0.237. For reference, the top cells by area after synthesis are sky130_fd_sc_hd__edfxtp_1 46%, sky130_fd_sc_hd__mux2_2 16%, sky130_fd_sc_hd__mux2i_1 7.7%, sky130_fd_sc_hd__nand2_1 4.4%, sky130_fd_sc_hd__clkbuf_1 3.3%. Looking at the setup timing report, the critical path kind is in2out. The delay of the slowest cell on the worst path stands at roughly 0.94 ns. The basic-gate share of the synthesized area counting and, or, nand and nor cells stands at 0.0735. The critical path goes through clkdlybuf4s50_1, nand2_1, inv_2, a221oi_2, buf_4, inv_16, buf_12, buf_12, buf_4, mux2i_1, o22ai_1, nor4_1, o21ai_0, a211oi_1, o32ai_1, clkdlybuf4s50_1. STA classifies the critical path startpoint as a primary input. The floorplan die area stands at 419000 sq um. The post-cts gate resize count stands at 0. The number of antenna violations at the first check in global routing is 69. The share of synthesized area in the top cell type comes to 0.460. The final hold slack stands at 22.21 ns. The data arrival time of the worst path stands at 29.11 ns. The core region is 392000 sq um. In the final layout, the share of cells above drive strength 1 is 0.212. The number of OpenROAD warnings stands at 30. The top achievable clock speed stands at 19.5 MHz. The wire length of the first global-routing pass stands at around 670 mm. Per the Yosys statistics, synthesis produced 6145 cells.

The total placed instance area stands at 88700 sq um. The run finished with clean final reports. The script extracted a total leakage power of 0.0316 uW. The share of async-settable or async-resettable flops after synthesis stands at 0. After floorplanning, the core was divided into 230 placement rows.

STA classifies the critical path endpoint as an output port. The startpoint identified for the worst hold timing path is W_valE[50]. The worst pin sits at a relative slew slack of 0.189. The post-synthesis xor/xnor area fraction stands at 0.00511. Looking at the clock tree report, the maximum root-to-sink buffer count equals 4. Per the detail_route report, the via count comes to about 64k.

Setup repair after global routing left no endpoint under its margin. The minimum setup slack in the final design stands at 59.93 ns. The max-slew violation count stands at 0. The cell area that synthesis handed to floorplanning was between 60000 and 70000 sq um.
-- worst max-delay path by stage --
stage | from | endpoint | slack (ns)
after global routing | D_icode[2] | d_valB[22] | 59.92
final | D_icode[3] | d_valB[22] | 59.93
after CTS | D_icode[2] | d_valB[35] | 60.13
-- stage by stage --
stage	power, uW	instances
floorplan	579	6208
detailed placement	776	12500
global route	1260	12700
CTS	1230	12700
global placement	776	12500
finish	1220	12700
-- layer usage --
metal  track usage  routed length, um  vias up
met5       0.00732                748        -
met4         0.128              36800       56
met3         0.145              77500     1134
met2         0.389             241000     4740
met1         0.268             175000    32100
li1              -                  -    26200
-- flip-flops by register name, summed over array words and instances, names as in the netlist --
name and count:
registers 1024, d_dstE 4, d_dstM 4, d_srcA 4, d_srcB 4
-- area by class of cell --
class,instances,area (sq um),share of cell area
multi-input cells,4343,33100,0.355
flip-flops and latches,1040,31000,0.333
repair buffers,1881,18000,0.193
well taps,5220,6530,0.0702
clock buffers,169,3570,0.0384
clock inverters,67,772,0.00830
inverters,9,72.6,0.000780
diodes,14,35.0,0.000377
-- cells in the final DEF (no fill, tap or decap), types with 13 or more instances in the layout --
master | Yosys | final
sky130_fd_sc_hd__clkdlybuf4s50_1 | 0 | 1526
sky130_fd_sc_hd__edfxtp_1 | 1024 | 1024
sky130_fd_sc_hd__mux2_2 | 961 | 961
sky130_fd_sc_hd__nand2_1 | 787 | 776
sky130_fd_sc_hd__mux2i_1 | 512 | 512
sky130_fd_sc_hd__a21oi_1 | 384 | 382
sky130_fd_sc_hd__buf_4 | 79 | 350
sky130_fd_sc_hd__o22ai_1 | 315 | 315
sky130_fd_sc_hd__a22oi_1 | 253 | 253
sky130_fd_sc_hd__a211oi_1 | 192 | 179
sky130_fd_sc_hd__clkbuf_16 | 0 | 138
sky130_fd_sc_hd__o21ai_0 | 136 | 124
sky130_fd_sc_hd__nor2_1 | 77 | 73
sky130_fd_sc_hd__nand2b_1 | 67 | 66
sky130_fd_sc_hd__and2_1 | 66 | 65
sky130_fd_sc_hd__a311o_1 | 65 | 65
sky130_fd_sc_hd__o31ai_1 | 64 | 64
sky130_fd_sc_hd__a32oi_1 | 64 | 64
sky130_fd_sc_hd__conb_1 | 1 | 64
sky130_fd_sc_hd__a311oi_1 | 63 | 63
sky130_fd_sc_hd__o32ai_1 | 63 | 63
sky130_fd_sc_hd__nor4_1 | 66 | 62
sky130_fd_sc_hd__clkbuf_1 | 592 | 31
sky130_fd_sc_hd__xnor2_1 | 29 | 29
sky130_fd_sc_hd__clkinv_1 | 0 | 20
sky130_fd_sc_hd__clkinv_2 | 0 | 19
sky130_fd_sc_hd__dlxtn_1 | 16 | 16
sky130_fd_sc_hd__diode_2 | 0 | 14
sky130_fd_sc_hd__o21ai_1 | 14 | 13
sky130_fd_sc_hd__o21ai_4 | 0 | 13
-- kinds of logic (layout without fill, tap and decap cells) --
family	count (synthesis)	in the layout
AOI/OAI and AO/OA	1638	1638
xor gates and xnor gates	39	39
buffers and inverters	825	2126
DFF	1024	1024
latches	16	16
muxes	1474	1474
other	1	78
and+or+nand+nor	1128	1128
-- cells in the mapped netlist (3+ instances only) --
| cell | count |
|---|---|
| sky130_fd_sc_hd__nor4_1 | 66 |
| sky130_fd_sc_hd__nand2_1 | 787 |
| sky130_fd_sc_hd__nand4_1 | 6 |
| sky130_fd_sc_hd__or2_2 | 6 |
| sky130_fd_sc_hd__buf_1 | 31 |
| sky130_fd_sc_hd__o21bai_1 | 8 |
| sky130_fd_sc_hd__nor3_1 | 6 |
| sky130_fd_sc_hd__a32oi_1 | 64 |
| sky130_fd_sc_hd__nand2b_1 | 67 |
| sky130_fd_sc_hd__buf_6 | 4 |
| sky130_fd_sc_hd__mux2_2 | 961 |
| sky130_fd_sc_hd__buf_8 | 6 |
| sky130_fd_sc_hd__o21ai_1 | 14 |
| sky130_fd_sc_hd__or3_1 | 7 |
| sky130_fd_sc_hd__mux2i_1 | 512 |
| sky130_fd_sc_hd__o22ai_1 | 315 |
| sky130_fd_sc_hd__o21ai_0 | 136 |
| sky130_fd_sc_hd__inv_4 | 3 |
| sky130_fd_sc_hd__xnor2_1 | 29 |
| sky130_fd_sc_hd__and2_1 | 66 |
| sky130_fd_sc_hd__edfxtp_1 | 1024 |
| sky130_fd_sc_hd__a211oi_1 | 192 |
| sky130_fd_sc_hd__o32ai_1 | 63 |
| sky130_fd_sc_hd__a311o_1 | 65 |
| sky130_fd_sc_hd__clkbuf_1 | 592 |
| sky130_fd_sc_hd__o31ai_1 | 64 |
| sky130_fd_sc_hd__inv_2 | 5 |
| sky130_fd_sc_hd__nor2_1 | 77 |
| sky130_fd_sc_hd__a311oi_1 | 63 |
| sky130_fd_sc_hd__nand3_1 | 14 |
| sky130_fd_sc_hd__and3_1 | 6 |
| sky130_fd_sc_hd__buf_2 | 103 |
| sky130_fd_sc_hd__a21oi_1 | 384 |
| sky130_fd_sc_hd__dlxtn_1 | 16 |
| sky130_fd_sc_hd__buf_4 | 79 |
| sky130_fd_sc_hd__a22oi_1 | 253 |
| sky130_fd_sc_hd__xor2_1 | 10 |
| sky130_fd_sc_hd__nor2b_1 | 6 |
-- where the power goes --
group          internal, uW  switching (uW)  total, uW
combinational           126             198        323
sequential              437            8.92        446
clock                   258             196        453
Power and IR drop assume default switching activity.
