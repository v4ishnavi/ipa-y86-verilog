### design.v
`timescale 1ns / 1ps
module e_register(
input E_bubble,
input clk,
input [1:0] d_stat,
input[3:0] d_icode,
input [3:0] d_ifun,
input[63:0] d_valC,
input[63:0] d_valB,
input[63:0] d_valA,
input[3:0] d_dstE,
input[3:0] d_dstM,
input[3:0] d_srcA, 
input[3:0] d_srcB,
output reg [1:0] E_stat,
output reg [3:0] E_icode,
output reg [3:0] E_ifun,
output reg [63:0] E_valC,
output reg [63:0] E_valB,
output reg [63:0] E_valA,
output reg [3:0] E_dstE, 
output reg [3:0] E_dstM,
output reg [3:0] E_srcA,
output reg [3:0] E_srcB
);
always @ (posedge clk) begin
    if(!E_bubble)begin
        E_stat <= d_stat;
        E_valC <= d_valC;
        E_valB <= d_valB;
        E_valA <= d_valA;
        E_icode <= d_icode;
        E_ifun <= d_ifun;
        E_dstE <= d_dstE;
        E_dstM <= d_dstM;
        E_srcA <= d_srcA;
        E_srcB <= d_srcB;
    end
    else begin
        E_stat <= 0;
        E_valC <= 0;
        E_valB <= 0;
        E_valA <= 0;
        E_icode <= 4'h1;
        E_dstE <= 4'hF;
        E_dstM <= 4'hF;
        E_srcA <= 4'hF;
        E_srcB <= 4'hF;
    end
end
endmodule
### run.sh
#!/bin/bash
# OpenROAD 26Q1-2900-gdf79404cd8, Yosys 0.63+post, stock flow scripts
make -C /OpenROAD-flow-scripts/flow DESIGN_CONFIG=/design/flow/config.mk WORK_HOME=/design/flow/orfs finish
### config.mk
export PLATFORM = sky130hd
export DESIGN_NAME = e_register
export DESIGN_NICKNAME = e_register
export VERILOG_FILES = /design/flow/design.v
export SDC_FILE = /design/flow/constraint.sdc
export NUM_CORES = 4
export LEC_CHECK = 1
export CORE_AREA = 10 10 196 196
export DIE_AREA = 0 0 206 206
### constraint.sdc
current_design e_register

set clk_period 1.0
set clk_io_pct 0.2

create_clock -name clk0 -period $clk_period [get_ports {clk}]

set non_clock_inputs [all_inputs -no_clocks]
set_input_delay [expr $clk_period * $clk_io_pct] -clock clk0 $non_clock_inputs
set_output_delay [expr $clk_period * $clk_io_pct] -clock clk0 [all_outputs]
==> summary.txt <==
Implementation results are summarized by area below.

Yosys
The register share after synthesis is 0.746. Post-synth the commonest register cell is sky130_fd_sc_hd__dfxtp_1. Ranked by total cell area, the synthesized netlist is headed by sky130_fd_sc_hd__dfxtp_1 73%, sky130_fd_sc_hd__nor2b_1 19%, sky130_fd_sc_hd__and2b_1 2.3%. In this run, synthesis inferred 4 flip-flops with an integrated enable.

The post-synthesis register bit count is 218. In the synthesized netlist, the cells that appear most often are 214 x sky130_fd_sc_hd__dfxtp_1, 179 x sky130_fd_sc_hd__nor2b_1, 18 x sky130_fd_sc_hd__and2b_1. The stat command in Yosys gives a chip area of 0.00591 mm². The share of synthesized cell area in and-or and or-and compound cells is 0. The cell-mix breakdown from Yosys lists the simple-gate area share as 0.230. The warning count from the yosys run is 1. In this run, the synthesized area fraction spent on xor and xnor cells is recorded as 0. Each instance of the synthesized netlist takes up on average 12.9 µm².

Grouping non-sequential cells by family puts the most area in simple AND/OR/NAND/NOR gates. Per the Yosys statistics, synthesis produced 457 cells. For this run the top cell type by instance count after synthesis was sky130_fd_sc_hd__dfxtp_1. The fraction of registers with async set or reset after synthesis is 0.

The proportion of netlist area held by the largest area contributor is 0.725. The post-synthesis adder-cell area fraction is 0. In this run the cell area of the synthesized design comes to 0.00591 mm². The gate count of the mapped netlist is 457.

The multiplexer area fraction after synthesis is 0. The most area-hungry cell type in the Yosys netlist is sky130_fd_sc_hd__dfxtp_1. The count of distinct cell types in the synthesized netlist is 9.

GRT
The global-route usage over all layers is 0.0984. Entering global routing, the biggest net connects 35 pins. Recorded from the global router log, the overflow total was 0. The number of global-route vias before repair is 4,769. The global-route wire length before repair is 31.1 mm.

The number of antenna violations at the first check in global routing is 0.

Timing
The time the final worst path needs with I/O delays and setup is 1.25 ns. The final max-slew violation count is 0. Headroom to the max-slew limit came out at 0.851. The transition time at the pin with the least slew margin is 0.223 ns. The achievable clock frequency is 797 MHz. Hold timing on the final database bottoms out at a slack of 0.0725 ns. Setup violations remaining at the end of the flow were counted as 218. The final timing report gives a worst setup slack of -0.255 ns. The number of failing hold endpoints at the final stage is 0. Dividing the final minimum period by the clock period gives 1.25.

Setup repair after global routing could not meet its margin everywhere.

Min path
The worst hold path belongs to the class in2reg.

Final layout
Per the layout report, the design carries 3,570 filler cells. In the final layout, the share of cells above drive strength 1 is 0.339. The area overhead of the layout relative to synthesis is 82.1%.

Once layout is complete, the cells apart from fillers number 1,394. The final standard cell utilization of the core is 0.313.

Detailed routing
The detailed-route vias per instance is 3.27. The routed wire length is 22.4 mm. Once detail routing completed, the nets flagged for antenna violations numbered 0. TritonRoute reported its final design rule violation total as 0. In this run, the number of DRC markers left after iteration 0 of detailed routing was 103. For this run, the script counts the antenna cells in the layout as 0. The final route contains 4,554 vias.

According to the report, the first pass of detailed routing completed in 4 iterations. The wire length per cell is 16.1 µm.

Placed design
The final weighted congestion of routability-driven global placement is 0.819. The worst-case setup slack after placement is -0.103 ns. The post-detailed-placement half-perimeter wirelength is 18.0 mm. During placement, the flow inserted port buffers numbering 437. The instance count after placement with tap cells included is 1,350.

Setup path
The slowest stage of the critical path is the sky130_fd_sc_hd__edfxtp_1 cell. The required time of the critical path is 0.80 ns. The critical path maximum fanout is 1. The longest individual stage delay on the worst path is 0.40 ns. The kind of cell adding the most delay to the critical path is flip-flops.

The endpoint class of the critical path is a primary output. The critical path launch point type is a flip-flop. Data on the critical path arrives at its endpoint at 1.05 ns. The worst setup path is of the reg2out kind. The total buffers and inverters traversed by the critical path is 1.

The critical path goes through buf_2.

Floorplanning
Row generation in the floorplan step produced 68 rows. The initial core utilization is 0.172. For this design the top-level I/O count stands at 438. The vertical die dimension is 206 µm. The horizontal die dimension is 206 µm.

The die area is 0.0424 mm². The core box area is 0.0344 mm².

Clock network
The buffer type at the clock tree root is sky130_fd_sc_hd__clkbuf_16. TritonCTS built the clock tree. The CTS clock-pin slew for the worst setup and hold paths is 0.06 ns. The deepest level of the CTS H-tree is 1.

The number of clock buffers inserted by TritonCTS is 24. The clock sink count is 218. In this run the post-CTS setup repair buffer count came out at 0. The number of buffers on the longest clock path is 3.

Power and ir drop
The report lists the power per cell area as 1830 mW/mm². The internal portion of the total power is 15,700 µW. The logic gate share of total power is 0.094.

The share of total power dissipated in sequential elements is 0.473. The clock network fraction of design power is 0.434. The leakage power is 0.00476 µW. The power report puts the net switching power at 4010 µW.

The maximum VDD drop is 1.06 mV. The switching portion of total power is 0.204.

Status
The run finished, with violations left. The checks that failed: setup timing.

Flow run
In this run the tools logged warnings totalling 27. The run reported a max-capacitance violation count of 0.
[kinds of logic after synthesis]
logic type | Yosys count
flip-flops | 218
AND/OR/NAND/NOR | 214
buffers and inverters | 25
[stage by stage]
| stage | setup TNS [ns] | total power, µW | instance area (µm²) |
|---|---|---|---|
| after floorplan | 0 | 9770 | 5910 |
| after global placement | -0.634 | 11800 | 11000 |
| after detailed placement | -0.521 | 11800 | 11000 |
| after CTS | -34.30 | 20100 | 10700 |
| after global routing | -36.04 | 20600 | 10800 |
| final | -25.00 | 19700 | 10800 |
[sequential cells by signal, indices dropped and copies added (netlist names)]
signal   cells
E_valA      64
E_valB      64
E_valC      64
E_dstE       4
E_dstM       4
E_icode      4
E_ifun       4
E_srcA       4
E_srcB       4
E_stat       2
[cell type report]
cell class | instances | area (µm²) | share of cell area
well taps | 455 | 569 | 0.0529
clock buffers | 37 | 711 | 0.0661
clock inverters | 5 | 51.3 | 0.00477
repair buffers | 464 | 3600 | 0.335
inverters | 1 | 3.75 | 0.000349
multi-input cells | 214 | 1360 | 0.127
flip-flops and latches | 218 | 4460 | 0.414
[power groups by stage]
stage	Clock, µW	Sequential, µW	Combinational, µW
CTS	8880	9300	1890
global route	9190	9350	2030
finish	8530	9310	1840
[what timing repair did]
action / 4_1_cts / 5_1_grt
hold buffers: 2 / 0
resized: 756 / 18
endpoints found under the hold margin: 3 / 0
setup endpoints to repair: 218 / 218
[cells in the final DEF (no fill, tap or decap), drive strengths merged]
master,count
or2,17
bufinv,1
and2b,18
clkbuf,37
dlygate4sd3,2
inv,2
clkinv,3
nor2b,179
edfxtp,4
dfxtp,214
buf,244
clkdlybuf4s50,218
[path summary, 6_finish.rpt]
| kind | startpoint | end | slack [ns] | depth (start not counted) |
|---|---|---|---|---|
| max | E_ifun[1]$_DFFE_PN_ | E_ifun[1] | -0.25 | 1 |
| min | E_bubble | E_valA[20]$_SDFF_PP0_ | 0.07 | 2 |
[per-layer routing]
metal | GRT usage | vias up | wire length, µm
met5 | 0 | - | 0
met2 | 0.167 | 232 | 11100
li1 | - | 2306 | -
met1 | 0.115 | 1989 | 8280
met3 | 0.0413 | 27 | 2580
met4 | 0.0175 | 0 | 443
Power and IR drop assume default switching activity.
