[flow/run.sh]
#!/bin/bash
# OpenROAD 26Q1-2900-gdf79404cd8, Yosys 0.63+post, stock flow scripts
make -C /OpenROAD-flow-scripts/flow DESIGN_CONFIG=/design/flow/config.mk WORK_HOME=/design/flow/orfs finish
[flow/config.mk]
export PLATFORM = sky130hd
export DESIGN_NAME = d_register
export DESIGN_NICKNAME = d_register
export VERILOG_FILES = /design/flow/design.v
export SDC_FILE = /design/flow/constraint.sdc
export NUM_CORES = 4
export LEC_CHECK = 1
export CORE_UTILIZATION = 40
[flow/constraint.sdc]
current_design d_register

set clk_period 14.2
set clk_io_pct 0.2

create_clock -name clk0 -period $clk_period [get_ports {clk}]

set non_clock_inputs [all_inputs -no_clocks]
set_input_delay [expr $clk_period * $clk_io_pct] -clock clk0 $non_clock_inputs
set_output_delay [expr $clk_period * $clk_io_pct] -clock clk0 [all_outputs]
[flow/design.v]
`timescale 1ns / 1ps
module d_register (
    input clk, D_bubble, D_stall,
    input [1:0] f_stat,
    input [3:0] f_icode,
    input [3:0] f_ifun, 
    input [3:0] f_rA,
    input [3:0] f_rB,
    input [63:0] f_valC,
    input [63:0] f_valP,
    output reg [1:0] D_stat,
    output reg [3:0] D_icode,
    output reg [3:0] D_ifun, 
    output reg [3:0] D_rA,
    output reg [3:0] D_rB,
    output reg [63:0] D_valC,
    output reg [63:0] D_valP
);
    always @(posedge clk ) begin
        if(D_stall == 1) begin
        end
        else if(D_bubble == 1) begin
            D_stat <= 0;
            D_icode <= 4'h1;
            D_ifun <= 4'h0;
            D_rA <= 4'hF;
            D_rB <= 4'hF;
            D_valC <= 0;
            D_valP <= 0;
        end
        else if(f_stat != 0) begin
            D_stat <= f_stat;
            D_icode <= 4'h0;
            D_ifun <= 4'h0;
            D_rA <= 4'hF;
            D_rB <= 4'hF;
            D_valC <= 0;
            D_valP <= 0;
        end
        else begin
            D_stat <= f_stat;
            D_icode <= f_icode;
            D_ifun <= f_ifun;
            D_rA <= f_rA;
            D_rB <= f_rB;
            D_valC <= f_valC;
            D_valP <= f_valP;
        end
    end
endmodule
==> out/metrics.cfg <==
[logic_synthesis]
ff_type = edfxtp_1
top_cell = edfxtp_1
syn-cell-area_um2 = 5400
syn_avg_cell_area_um2 = 17.4
topCellsByArea = edfxtp_1 81%, and2_1 16%, nand2b_1 0.93%
syn_inst = 310
ys.flops = 146
yosysTopAreaCell = edfxtp_1
ys_chip_area_um2 = 5400
yosys_warnings = 1
top_area_frac = 0.812
ys_async_sr_fraction = 0
edf_count = 146
yosys_cells = 310
ys_top_cells_by_count = 146 x edfxtp_1, 135 x and2_1, 8 x nand2b_1
synth_cell_types = 12
ys_seq_share = 0.812

[global_route]
grt_pass1_vias = 3400
grtUsageTotal = 0.205
antenna_found_initial = 0
grt_pass1_wl_mm = 19.5
grt_max_degree = 108
grt_overflow = 0

[job]
cap_violations = 0
warnings = 28

[floorplan]
die_x_um = 118
die_height_um = 118
rows = 42
coreArea_um2 = 13200
initCoreUtil = 0.409
design.portCount = 295
fp.dieArea_um2 = 14000

[route]
diodes = 0
vias = 3494
drt-initial-drc-count = 242
wl_per_cell_um = 16.1
remaining_drc_errors = 0
wirelength_mm = 12.9
final_antenna_net_count = 0
first_pass_iters = 4
via_per_inst = 4.37

[placed_design]
place_hpwl_mm = 9.12
io_buffer_count = 294
gp_congestion = 0.810
dp.cells = 769
placed_area_um2 = 8520
pre_cts_ws_ns = 8.81

[sta]
grt_setup_unrepaired = false
final-hold-violation-count = 0
worst_slack_ns = 9.21
setup_viol = 0
finalCriticalPeriod_ns = 4.99
min_period_over_period = 0.352
worstMarginPinSlew_ns = 0.858
slew_headroom = 0.428
max_freq_mhz = 200
drv_slew = 0
setup_tns_ns = 0

[clocking]
cts_max_level = 4
cts_resized = 0
hold_buffers = 0
cts_max_path_buffers = 2
root_buffer = clkbuf_16
cts_setup_buffers = 0
cts_sinks = 146
cts_buffers = 17
clk_pin_slew_ns = 0.06
cts_tree = yes

[critical_path]
cp.required_ns = 14.24
critPathMaxFanout = 63
cp-end-kind = register
critical_path_arrival_ns = 5.03
critPathLaunchType = primary input
criticalPathCategory = primary input to register

[status]
status = finished clean

[final_layout]
area_growth_pct = 66.9
layout-drive-gt1-share = 0.0449
design_area_um2 = 9000
comb_area_um2 = 935
flop_area_um2 = 4380
utilization = 0.683
fillers = 936
final_cells = 800

[pwr]
ir_drop_v = 0.0000634
p_leak_uw = 0.00323
cellPowerDensity_nw_per_um2 = 110

[hold_path]
min_path_type = primary input to register

-- worst max-delay path, cell delays in order --
cell and delay (ns):
clkdlybuf4s50_1 0.47, inv_6 0.26, buf_4 0.68, buf_4 0.67
-- per-layer routing --
metal | wire length [µm] | GRT usage | share of wire
met5 | 0 | 0 | 0
met4 | 316 | 0.0393 | 0.024
met3 | 1590 | 0.0979 | 0.12
met2 | 6200 | 0.306 | 0.48
met1 | 4810 | 0.301 | 0.37
-- logic make-up (layout without fill, tap and decap cells) --
group,count (synthesis),count (layout),share of synthesized area
compound gates,1,1,0.00139
flops,146,146,0.812
simple gates,147,147,0.172
buf+inv,16,330,0.0144
-- per-stage QoR --
step | hold WS (ns) | power (µW)
after floorplan | 3.00 | 531
after global placement | 3.48 | 629
after detailed placement | 3.48 | 630
after CTS | 3.05 | 1000
after global routing | 3.06 | 1030
final | 3.07 | 989
-- sequential cells by signal, indices dropped and copies added (netlist names) --
name / count
D_icode: 4
D_ifun: 4
D_valP: 64
D_rA: 4
D_valC: 64
D_stat: 2
D_rB: 4
-- placed cells by master (no fill, tap or decap), drive strengths merged --
| cell | netlist | final |
|---|---|---|
| a21o | 1 | 1 |
| inv | 1 | 1 |
| clkinv | 0 | 11 |
| nor2b | 2 | 2 |
| and2 | 135 | 135 |
| clkdlybuf4s50 | 0 | 294 |
| nor3 | 1 | 1 |
| buf | 2 | 4 |
| nand2b | 8 | 8 |
| clkbuf | 13 | 20 |
| nor2 | 1 | 1 |
| edfxtp | 146 | 146 |
-- layout make-up --
| class | count | area share |
|---|---|---|
| Clock inverter | 11 | 0.00528 |
| Inverter | 1 | 0.000973 |
| Sequential cell | 146 | 0.487 |
| Multi-Input combinational cell | 148 | 0.104 |
| Clock buffer | 20 | 0.0485 |
| Timing Repair Buffer | 298 | 0.330 |
| Tap cell | 176 | 0.0245 |
-- report_power, final --
group	switching, µW	leakage [µW]	internal (µW)
registers	6.74	0.00140	504
clock network	153	0.000242	216
logic	25.3	0.00160	83.8
-- worst paths after layout --
kind | cells after the start | endpoint | slack, ns | startpoint
worst max-delay path | 4 | D_valP[28] | 9.21 | D_stall
worst min-delay path | 2 | D_rB[2] | 3.07 | f_rB[2]
Power and IR drop assume default switching activity.
